==> design/flow/design.v <==
module Timer(
    input                                                   clk,
    input                                                   rst_n,
    input                                                   cnt_sig,  
    input                                                   t_s,      
    input                   [2:0]                           tmod,     
    input                   [7:0]                           th,       
    input                   [7:0]                           tl,       
    output      reg         [7:0]                           th_nxt,
    output      reg         [7:0]                           tl_nxt,
    output                                                  t_o
);
    wire                    [7:0]                           cnt_th_nxt,cnt_tl_nxt;
    reg                                                     cnt_sig_early;
    wire                                                    cnt_sig_early_nxt;
    assign cnt_tl_nxt = t_s & (~cnt_sig & cnt_sig_early) ? tl - 1 : tl;
    assign cnt_th_nxt = (t_s == 1'b1 && tl == 0 && th != 0 && (~cnt_sig & cnt_sig_early)) ? th - 1 : th;
    wire                    [7:0]                           m0_th_nxt,m0_tl_nxt;
    assign m0_tl_nxt = t_s ? (tl - 1'b1) : tl;
    assign m0_th_nxt = (t_s == 1'b1 && tl == 0 && th != 0) ? th - 1 : th;
    wire                    [7:0]                           m1_th_nxt;
    wire                    [4:0]                           m1_tl_nxt;
    assign m1_tl_nxt = t_s ? (tl - 1'b1) : tl;
    assign m1_th_nxt = (t_s == 1'b1 && tl[4:0] == 5'b0 && th != 0) ? th - 1 : th;
    wire                    [7:0]                           m2_tl_nxt;
    reg                     [7:0]                           ini_val;
    wire                    [7:0]                           ini_val_nxt;
    reg                                                     t_s_early;
    wire                                                    t_s_early_nxt;
    assign m2_tl_nxt         = t_s ? ((tl == 0) ? ini_val : tl - 1) : tl;
    assign t_s_early_nxt     = t_s;
    assign ini_val_nxt       = (t_s & ~t_s_early) ? tl : ini_val;
    assign cnt_sig_early_nxt = cnt_sig;
    always @(posedge clk) begin
        if (!rst_n) begin
            t_s_early     <= 0;
            ini_val       <= 0;
            cnt_sig_early <= 0;
        end
        else begin
            t_s_early     <= t_s_early_nxt;
            ini_val       <= ini_val_nxt;
            cnt_sig_early <= cnt_sig_early_nxt;
        end
    end
    always @* begin
        th_nxt = th;
        tl_nxt = tl;
        if (!rst_n) begin
            th_nxt = th;
            tl_nxt = tl;
        end
        else begin
            if (tmod[2]) begin  
                tl_nxt = cnt_tl_nxt;
                th_nxt = cnt_th_nxt;
            end
            else begin  
                case (tmod[1:0])
                    2'b00: begin  
                        tl_nxt = m0_tl_nxt;
                        th_nxt = m0_th_nxt;
                    end
                    2'b01: begin  
                        tl_nxt = m1_tl_nxt;
                        th_nxt = m1_th_nxt;
                    end
                    2'b10: begin  
                        tl_nxt = m2_tl_nxt;
                    end
                    default:;
                endcase
            end
        end
    end
    assign t_o = ~(tmod[1] | tmod[0]) ? ((th == 0) & (tl == 0)) : (tmod[0] ? ((th == 0) & (tl[4:0] == 0)) : (tl == 0));
endmodule
==> design/flow/run.sh <==
#!/bin/bash
# OpenROAD 26Q1-2900-gdf79404cd8, Yosys 0.63+post, stock flow scripts
make -C /OpenROAD-flow-scripts/flow DESIGN_CONFIG=/design/flow/config.mk WORK_HOME=/design/flow/orfs finish
==> design/flow/config.mk <==
export PLATFORM = sky130hd
export DESIGN_NAME = Timer
export DESIGN_NICKNAME = Timer
export VERILOG_FILES = /design/flow/design.v
export SDC_FILE = /design/flow/constraint.sdc
export NUM_CORES = 4
export LEC_CHECK = 1
export CORE_AREA = 10 10 114 114
export DIE_AREA = 0 0 124 124
==> design/flow/constraint.sdc <==
current_design Timer

set clk_period 4.7
set clk_io_pct 0.2

create_clock -name clk0 -period $clk_period [get_ports {clk}]

set non_clock_inputs [all_inputs -no_clocks]
set_input_delay [expr $clk_period * $clk_io_pct] -clock clk0 $non_clock_inputs
set_output_delay [expr $clk_period * $clk_io_pct] -clock clk0 [all_outputs]
==> results.sh <==
# flow metrics
export IMPL_ant_nets=0
export IMPL_top_area_cell="dfxtp_1"
export IMPL_finalNonFillerCells=355
export IMPL_finalCritPeriodShare=0.9455
export IMPL_path_class="in2out"
export IMPL_yosys_cells=177
export IMPL_layout_top_cell="clkdlybuf4s50_1"
export IMPL_met2_length_um=1954
export IMPL_areaGrowthSynthToFinish_pct=50.85
export IMPL_cp_slowest_cell="clkdlybuf4s50_1"
export IMPL_dp_cells=352
export IMPL_synth_avg_cell_area_um2=7.034
export IMPL_edf_count=0
export IMPL_place_area_um2=1837
export IMPL_path_common_cell="clkdlybuf4s50_1"
export IMPL_hold_ws_ns=0.5128
export IMPL_synthCells=177
export IMPL_grt_overflow_total=0
export IMPL_postCtsHoldBufs=0
export IMPL_warning_count=26
export IMPL_chipWidth_um=124
export IMPL_most_common_layout_cells="clkdlybuf4s50_1, nand2_1, a21oi_1"
export IMPL_clock_latency_ns=0.24
export IMPL_cp_end_kind="primary output"
export IMPL_worstPathMaxFanout=6
export IMPL_first_pass_iters=4
export IMPL_hold_violations=0
export IMPL_hold_path_class="reg2reg"
export IMPL_p_per_area_nw_per_um2=158.9
export IMPL_path_buffers=3
export IMPL_regToRegSetupSlack_ns=3.44
export IMPL_crit_arrival_ns=3.50
export IMPL_avgViaCountPerCell=4.138
export IMPL_finalClockSkew_ns=0.004672
export IMPL_wl_um=4723
export IMPL_core_um2=10420
export IMPL_ff_type="dfxtp_1"
export IMPL_antenna_found_initial=0
export IMPL_clock_path_buffers=2
export IMPL_final_max_slew_violation_count=0
export IMPL_ir_worst_vdd_mv=0.06119
export IMPL_async_flop_share=0
export IMPL_maxCapViolCount=0
export IMPL_cts_root_buf="clkbuf_8"
export IMPL_area_leaders="dfxtp_1, mux2i_1, a21oi_1"
export IMPL_routed_top_layer="met4"
export IMPL_ys_area_um2=1245
export IMPL_numPortBuffers=39
export IMPL_fmax_mhz=225.0
export IMPL_clk_pin_slew_ns=0.05
export IMPL_rsz0062_at_grt="no"
export IMPL_grt_use_total=0.05959
export IMPL_yosysWarnings=1
export IMPL_rows=37
export IMPL_fin_setup_tns_ns=0
export IMPL_cts_tree="done"
export IMPL_ctsResizeCount=0
export IMPL_gp_congestion=0.9054
export IMPL_required_ns=3.76
export IMPL_cts_made_buffers=3
export IMPL_num_io_pins=40
export IMPL_htree_levels=1
export IMPL_stdcell_area_um2=1878
export IMPL_grt_pass1_wl_um=7314
export IMPL_path_delay_family="buffers and inverters"
export IMPL_max_slew_margin=0.6349
export IMPL_grt_pass1_vias=1320
export IMPL_synth_area_um2=1245
export IMPL_hpwlAfterDp_um=3730
export IMPL_fin_crit_ns=4.444
export IMPL_final_util=0.1803
export IMPL_start_kind="input port"
export IMPL_fp_util=0.1195
export IMPL_nFillCells=1170
export IMPL_drt_iter0_markers=163
export IMPL_slowest_delay_ns=0.49
export IMPL_ys_seq_elements=10
export IMPL_synth_cell_types=49
export IMPL_synth_seq_share=0.1608
export IMPL_tightestPinTransition_ns=0.5466
export IMPL_insertedDiodeCount=0
export IMPL_chip_area_um2=15380
export IMPL_status="finished clean"
export IMPL_vias=1469
export IMPL_wl_per_cell_um=13.30
export IMPL_drc=0
export IMPL_synth_top_area_share=0.1608
export IMPL_cts_sinks=10
export IMPL_dr_wl_met3_um=473
export IMPL_p_leak_uw=0.0006529
export IMPL_die_y_um=124
export IMPL_drive_gt1_frac=0.1050
export IMPL_wl_met1_um=2260
export IMPL_cts_setup_buffers=0
export IMPL_grt_max_degree=19
export IMPL_path_cells="clkdlybuf4s50_1, inv_1, ha_1, nor4b_2, nand2_1, o22ai_1, nand3_1, mux2_2, clkdlybuf4s50_1"
export IMPL_setup_violations_final=0
## worst reg2reg max path, delay by kind of cell (launching register included)
kind          cells  cell delay [ns]
flops             1             0.29
buf+inv           1             0.25
simple gates      2             0.42
mux               1             0.20
## state kept, by name (all words and copies together), names as in the netlist
signal         count
cnt_sig_early      1
t_s_early          1
ini_val            8
## stage by stage
step / power (µW) / setup WS [ns]
CTS: 300.9 / 0.3179
global route: 320.3 / 0.06204
global placement: 207.7 / 0.3923
floorplan: 146.2 / 1.509
detailed placement: 207.6 / 0.3425
finish: 298.4 / 0.2560
## report_power, final
group          internal, µW  switching, µW  leakage, µW
sequential             90.0           2.45    0.0000825
combinational          61.5           52.8     0.000549
clock                  56.3           35.4    0.0000216
total                   208           90.6     0.000653
## synthesized netlist by cell type (5+ instances only)
cell type,instances
nor2b_1,11
nand2_1,19
nor2_1,14
a21oi_1,15
mux2i_1,9
clkbuf_1,7
o21ai_0,9
nand3_1,7
inv_1,10
dfxtp_1,10
xnor2_1,5
nor3_1,6
## worst paths after layout
| check | startpoint | cells after the start | endpoint |
|---|---|---|---|
| worst max-delay path | tl[1] | 9 | th_nxt[7] |
| worst min-delay path | ini_val[5] | 2 | ini_val[5] |
| worst max register to register | t_s_early | 4 | ini_val[4] |
| worst min register to register | ini_val[5] | 2 | ini_val[5] |
## routing by layer
metal / track usage / vias up
met5: 0 / -
met4: 0.005036 / 0
met3: 0.01240 / 6
met2: 0.08742 / 84
met1: 0.09078 / 649
li1: - / 730
## final cells by class
cell class	instances	area, µm²	area share
flip-flops and latches	10	200.2	0.1066
clock buffers	3	41.29	0.02199
multi-input cells	146	955.9	0.5090
repair buffers	50	473.0	0.2518
inverters	10	37.54	0.01999
well taps	136	170.2	0.09061
## kinds of logic after synthesis
| group | share of synthesized area |
|---|---|
| fa+ha+maj | 0.03015 |
| mux | 0.09950 |
| buf+inv | 0.07136 |
| simple gates | 0.3508 |
| xor+xnor | 0.04221 |
| compound gates | 0.2452 |
| flops | 0.1608 |
Power is estimated from default activity; no workload was simulated.
