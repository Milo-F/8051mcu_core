## /design/flow/run.sh

```bash
#!/bin/bash
# OpenROAD 26Q1-2900-gdf79404cd8, Yosys 0.63+post, stock flow scripts
make -C /OpenROAD-flow-scripts/flow DESIGN_CONFIG=/design/flow/config.mk WORK_HOME=/design/flow/orfs finish
```

## /design/flow/config.mk

```make
export PLATFORM = sky130hd
export DESIGN_NAME = syn_fifo
export DESIGN_NICKNAME = syn_fifo
export VERILOG_FILES = /design/flow/design.v
export SDC_FILE = /design/flow/constraint.sdc
export NUM_CORES = 4
export LEC_CHECK = 1
export CORE_UTILIZATION = 40
```

## /design/flow/constraint.sdc

```tcl
current_design syn_fifo

set clk_period 3.6
set clk_io_pct 0.2

create_clock -name clk0 -period $clk_period [get_ports {clk}]

set non_clock_inputs [all_inputs -no_clocks]
set_input_delay [expr $clk_period * $clk_io_pct] -clock clk0 $non_clock_inputs
set_output_delay [expr $clk_period * $clk_io_pct] -clock clk0 [all_outputs]
```

## /design/flow/design.v

```verilog
module fifo_ram #(
    DATA_WIDTH              =        8,
    RAM_DEPTH               =        16,
    ADDR_WIDTH              =        4
)(
    input                                                   w_clk,
    input                                                   r_clk,
    input                                                   rst_n,
    input                                                   r_en,
    input                   [ADDR_WIDTH - 1 : 0]            r_addr,
    output                  [DATA_WIDTH - 1 : 0]            r_data,
    input                                                   w_en,
    input                   [ADDR_WIDTH - 1 : 0]            w_addr,
    input                   [DATA_WIDTH - 1 : 0]            w_data
);
    reg                     [DATA_WIDTH - 1 : 0]            mem[RAM_DEPTH-1:0];
    reg                     [DATA_WIDTH - 1 : 0]            r_data_out;
    always @(posedge r_clk) begin
        if (!rst_n) begin
            r_data_out <= 0;
        end
        else begin
            if (r_en) begin
                r_data_out <= mem[r_addr];
            end
        end
    end
    assign r_data = r_data_out;
    always @(posedge w_clk) begin
        if (w_en) begin
            mem[w_addr] = w_data;
        end
    end
endmodule
module syn_fifo #(
    DATA_WIDTH              =        8,
    FIFO_DEPTH              =        16,
    ADDR_WIDTH              =        4
) (
    input                                                   clk,
    input                                                   rst_n,
    input                                                   w_en,
    input                   [DATA_WIDTH - 1 : 0]            w_data,
    input                                                   r_en,
    output                  [DATA_WIDTH - 1 : 0]            r_data,
    output                                                  is_empty,
    output                                                  is_full,
    output                  [ADDR_WIDTH : 0]                room_avail,
    output                  [ADDR_WIDTH : 0]                data_avail
);
    reg                     [ADDR_WIDTH : 0]                room_avail,room_avail_nxt;
    reg                     [ADDR_WIDTH : 0]                data_avail,data_avail_nxt;
    reg                                                     is_empty,is_empty_nxt;
    reg                                                     is_full,is_full_nxt;
    reg                     [ADDR_WIDTH : 0]                w_ptr,w_ptr_nxt;
    reg                     [ADDR_WIDTH : 0]                r_ptr,r_ptr_nxt;
    always @* begin
        w_ptr_nxt = w_ptr;
        if (w_en) begin
            w_ptr_nxt = w_ptr + 1'b1;
        end
    end
    always @* begin
        r_ptr_nxt = r_ptr;
        if (r_en) begin
            r_ptr_nxt = r_ptr + 1'b1;
        end
    end
    always @* begin
        is_empty_nxt = 0;
        is_full_nxt  = 0;
        if (w_ptr[ADDR_WIDTH - 1 : 0] == r_ptr[ADDR_WIDTH - 1 : 0]) begin
            if (w_ptr[ADDR_WIDTH] ^ r_ptr[ADDR_WIDTH]) begin
                is_full_nxt = 1'b1;
            end
            else begin
                is_empty_nxt = 1'b1;
            end
        end
    end
    always @* begin
        room_avail_nxt = room_avail;
        data_avail_nxt = data_avail;
        if (w_ptr[ADDR_WIDTH - 1 : 0] > r_ptr[ADDR_WIDTH - 1 : 0]) begin
            data_avail_nxt = w_ptr[ADDR_WIDTH - 1 : 0] - r_ptr[ADDR_WIDTH - 1 : 0];
            room_avail_nxt = FIFO_DEPTH - w_ptr[ADDR_WIDTH - 1 : 0] + r_ptr[ADDR_WIDTH - 1 : 0];
        end
        else begin
            if (w_ptr[ADDR_WIDTH - 1 : 0] < r_ptr[ADDR_WIDTH - 1 : 0]) begin
                data_avail_nxt = -(w_ptr[ADDR_WIDTH - 1 : 0] - r_ptr[ADDR_WIDTH - 1 : 0]);
                room_avail_nxt = FIFO_DEPTH + w_ptr[ADDR_WIDTH - 1 : 0] - r_ptr[ADDR_WIDTH - 1 : 0];
            end
            else begin
                if (w_ptr[ADDR_WIDTH - 1 : 0] == r_ptr[ADDR_WIDTH - 1 : 0]) begin
                    data_avail_nxt = !(w_ptr[ADDR_WIDTH] ^ r_ptr[ADDR_WIDTH]) ? 0 : FIFO_DEPTH;
                    room_avail_nxt = (w_ptr[ADDR_WIDTH] ^ r_ptr[ADDR_WIDTH]) ? 0 : FIFO_DEPTH;
                end
            end
        end
    end
    always @(posedge clk) begin
        if (!rst_n) begin
            w_ptr      <= 0;
            r_ptr      <= 0;
            is_full    <= 0;
            is_empty   <= 1'b1;
            room_avail <= FIFO_DEPTH;
            data_avail <= 0;
        end
        else begin
            w_ptr      <= w_ptr_nxt;
            r_ptr      <= r_ptr_nxt;
            is_full    <= is_full_nxt;
            is_empty   <= is_empty_nxt;
            room_avail <= room_avail_nxt;
            data_avail <= data_avail_nxt;
        end
    end
    fifo_ram #(
        .DATA_WIDTH(DATA_WIDTH),
        .RAM_DEPTH(FIFO_DEPTH),
        .ADDR_WIDTH(ADDR_WIDTH)
    ) fifo_ram_ins (
        .w_clk(clk),
        .r_clk(clk),
        .rst_n(rst_n),
        .r_en(r_en),
        .r_addr(r_ptr[ADDR_WIDTH - 1 : 0]),
        .r_data(r_data),
        .w_en(w_en),
        .w_addr(w_ptr[ADDR_WIDTH - 1 : 0]),
        .w_data(w_data)
    );
endmodule
```

==> run summary <==
Notes on the flow run.

- The critical path startpoint is w_ptr[0], for reference.
- Across all layers, the routed design uses roughly 3600 vias.
- The synthesis report gives the async set-or-reset register share as 0%.
- The endpoint of the most critical register-to-register path is data_avail[4], for reference.
- The number of library cell types mapped by synthesis is 46, for reference.
- The worst register-to-register path has a setup slack of 1.11 ns.
- The floorplan step set the die width to 130 um.
- The final number of setup-violating endpoints is 0, for reference.
- For this run, the number of standard cells in the final layout without fillers is 669.
- The number of design-rule violations left by the first detailed-router iteration is approximately 270, for reference.
- The tally of OpenROAD warnings is 32, for reference.
- The number of maximum-capacitance violations recorded for the run is 0.
- In this run, synthesis inferred 128 flip-flops with an integrated enable.
- The script reports the combined buffer and inverter count of the critical path as 1.
- The clock-pin slew on the worst setup and hold paths is around 0.060 ns, for reference.
- The number of cells on the worst reg-to-reg path is 8.
- The cell count after placement is ~640, for reference.
- Hold-check failures listed in the final report amount to 0.
- Buffers inserted to repair hold after CTS numbered 0.
- The critical path maximum fanout is 6.
- The reg-to-reg critical path startpoint is w_ptr[0], for reference.
- The total cell area reported by yosys after synthesis is approximately 0.0065 mm^2, for reference.
- The number of cell rows is ~46, for reference.
- Timing analysis after detailed placement gives a worst setup slack of roughly 0.94 ns.
- The run finished with clean final reports.
- The leakage power in the latest report is 2.52 nW.
- Per the skew report, the later register of the worst-skew pair sees a clock latency of 0.42 ns.
- The number of placed I/O pins is 32, for reference.
- The tally of filler cells in the layout is 1349, for reference.
- The main area contributors are edfxtp_1, dfxtp_1, mux4_2, mux2i_1, ha_1.
- The stage delay of the slowest cell on the critical path is 0.57 ns, for reference.
- The source of the worst hold timing path is fifo_ram_ins.r_data_out[2], for reference.
- The core footprint is 0.0159 mm^2, for reference.
- Entering global routing, the biggest net connects 29 pins.
- Looking at the post-CTS report, the setup buffer insertion count equals 0.
- In the synthesized netlist the dominant register cell turns out to be edfxtp_1.
- The clock tree synthesis step divided the H-tree into 4 levels.
- The starting density of the core is approximately two fifths, for reference.
- The most common cell in the netlist is edfxtp_1, for reference.
- The sink count of the clock tree is 157, for reference.
- The area growth from synthesis to layout is 17.4%.
- The post-route netlist has 14.6% of its cells at a drive strength greater than 1.
- The final worst setup slack is 1.11 ns, for reference.
- Counting along the longest clock path gives a buffer depth of 2.
- In the Yosys report, the sequential cells make up 67.7% of the chip area.
- The achievable clock frequency is 0.402 GHz, for reference.
- The synthesis log from Yosys contains 2 warnings.
- Global routing consumed, over all layers together, between 10% and 20% of the routing resources.
- The average cell area after synthesis is approximately 16 um^2, for reference.
- The hold-critical path endpoint is fifo_ram_ins.r_data_out[2], for reference.
- The portion of synthesized cell area occupied by the leading cell type is between 50% and 60%, for reference.
- The count of mapped cells out of synthesis is 407, for reference.
- The CTS report gives the tree buffer count as 17.
- The count of cells resized by post-cts repair is 0, for reference.
- The first-pass iteration count of the detailed router is 4, for reference.
- The report lists the cells along the critical path as inv_1 -> ha_1 -> fa_1 -> ha_1 -> o21ai_0 -> a2111o_1 -> o21ai_0 -> and3_1.
- The first global-routing pass estimated 21500 um of wire.
- Counting flops and latches in the post-synthesis netlist gives 157.
- Per the OpenROAD floorplan log, the area of the die is 0.0168 mm^2.
- STA classifies the critical path endpoint as a flop.
- The overall power is 0.00434 W, for reference.
- According to the timing report, the data required time at the worst endpoint equals 3.96 ns.
- For this run, the detailed router reports a per-instance via density of 5.33.
- STA classifies the critical path startpoint as a flop.
- The synthesized netlist was found by Yosys to have between 400 and 500 cells.
- Buffers placed on the I/O ports in this run total 31.
- The final critical delay including setup and external delays is 2.49 ns, for reference.
- The y dimension of the die is 130 um, for reference.
- The global route stage reports its total congestion overflow as 0.
- The cell taking the most area after synthesis is edfxtp_1, for reference.
- The period utilization is between 60% and 70%, for reference.
- For this run, the script counts the antenna cells in the layout as 0.
- The total wirelength of the detailed-routed design is 13900 um, for reference.
- Between clock sinks in the finished design, the worst skew comes to 0.00848 ns.
- The slew check shows that the tightest pin keeps a relative margin of 49.6%.
- The multi-input gate area in the final layout is 0.00196 mm^2, for reference.
- The type of the setup path with the least slack is reg2reg, for reference.
- By count the netlist is led by edfxtp_1, dfxtp_1, mux2i_1, nor2_1.
- The final report gives the core utilization as 48.3%.
- The most critical min-delay path falls under reg2reg.
- Total power normalized to cell area comes to 566 mW/mm^2.
- The slew at the pin closest to its max-slew limit is 0.753 ns, for reference.
- The critical path data arrival time is ~2.9 ns, for reference.
- The mapped netlist covers about 0.0065 mm^2.
- The critical-path cell with the highest stage delay is fa_1, for reference.
- The via count of the first global-routing pass is roughly 3600, for reference.
- Max-slew check failures listed in the final report amount to 0.
- The buffer type at the clock tree root is clkbuf_16, for reference.
- The post-route setup TNS is 0 ns, for reference.
- The average routed wire per standard cell is around 21 um, for reference.
- The initial antenna violation count is 0, for reference.
- The HPWL after detailed placement is 9100 um, for reference.
- TritonCTS built the clock tree.
- The register cell area after layout is 0.00443 mm^2, for reference.
- The worst-case vdd ir drop is 0.535 mV, for reference.
- The DRC violation total left in the routed layout is recorded as 0.
- Nets still carrying antenna violations after routing amount to 0.
- The instance count along the most critical hold path is 2, for reference.
- Among cell families on the critical path, the largest total delay comes from adder cells.
- Setup repair after global routing left no endpoint under its margin.
- Routability-driven placement finished with a final weighted congestion of 0.870.
[through the flow]
stage               hold WS (ns)  cell area, um^2
floorplan                  0.443             6530
global placement           0.508             7020
detailed placement         0.501             7020
CTS                        0.507             7670
global route               0.527             7670
finish                     0.502             7670
[tightest hold or removal path, cell delays in order, from the launching register on]
cell	delay, ns
dfxtp_1	0.32
nand2_1	0.06
o211ai_1	0.07
[cell type report]
type | count | area share [%]
Sequential cell | 157 | 57.7
Multi-Input combinational cell | 220 | 25.6
Clock buffer | 18 | 5.60
Timing Repair Buffer | 33 | 4.24
Tap cell | 216 | 3.52
Clock inverter | 14 | 2.81
Inverter | 11 | 0.538
[registers in the layout, indices dropped and copies added (netlist names)]
signal / cells
room_avail: 5
r_ptr: 5
fifo_ram_ins.r_data_out: 8
is_full: 1
w_ptr: 5
is_empty: 1
data_avail: 4
fifo_ram_ins.mem: 128
[where the power goes]
group / total [W] / switching (W) / internal, W
Combinational: 0.000371 / 0.000193 / 0.000178
Sequential: 0.00205 / 0.0000290 / 0.00202
Clock: 0.00193 / 0.000694 / 0.00123
Total: 0.00434 / 0.000915 / 0.00343
[how the worst max path moves through the flow]
stage     depth (start not counted)  slack (ns)            end
4_1_cts                           8        1.14  data_avail[4]
5_1_grt                           8        1.00  data_avail[4]
6_report                          8        1.11  data_avail[4]
[layer usage]
| layer | wire, um | part of all wire (%) | global-route usage (%) |
|---|---|---|---|
| met1 | 6060 | 44 | 30.2 |
| met3 | 1210 | 8.7 | 7.89 |
| met4 | 113 | 0.82 | 1.57 |
| met5 | 0 | 0 | 0 |
| met2 | 6470 | 47 | 28.5 |
[cells in the final DEF, fill, tap and decap left out, types with 10 or more instances in the layout]
master,synthesis,layout
dfxtp_1,29,28
clkdlybuf4s50_1,0,31
mux2i_1,25,25
clkbuf_16,0,17
mux2_2,14,14
and2_1,16,16
edfxtp_1,128,128
nand2_1,10,10
inv_1,11,11
mux4_2,16,16
nor2_1,17,17
ha_1,14,14
[kinds of logic (layout without fill, tap and decap cells)]
group / count (synthesis) / count (layout) / share of synthesized area, %
DFF: 157 / 157 / 67.7
and+or+nand+nor: 84 / 84 / 7.32
muxes: 56 / 56 / 12.0
AOI/OAI and AO/OA: 54 / 54 / 6.09
buffers and inverters: 30 / 76 / 2.24
adders and majority gates: 16 / 16 / 3.29
xor gates and xnor gates: 10 / 10 / 1.34
Power is estimated from default activity; no workload was simulated.
