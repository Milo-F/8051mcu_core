===== /design/flow/run.sh =====
#!/bin/bash
# OpenROAD 26Q1-2900-gdf79404cd8, Yosys 0.63+post, stock flow scripts
make -C /OpenROAD-flow-scripts/flow DESIGN_CONFIG=/design/flow/config.mk WORK_HOME=/design/flow/orfs finish

===== /design/flow/config.mk =====
export PLATFORM = sky130hd
export DESIGN_NAME = IntControl
export DESIGN_NICKNAME = IntControl
export VERILOG_FILES = /design/flow/design.v
export SDC_FILE = /design/flow/constraint.sdc
export NUM_CORES = 4
export LEC_CHECK = 1
export CORE_AREA = 10 10 70 70
export DIE_AREA = 0 0 80 80

===== /design/flow/constraint.sdc =====
current_design IntControl

set clk_period 1.0
set clk_io_pct 0.2

create_clock -name clk0 -period $clk_period [get_ports {clk}]

set non_clock_inputs [all_inputs -no_clocks]
set_input_delay [expr $clk_period * $clk_io_pct] -clock clk0 $non_clock_inputs
set_output_delay [expr $clk_period * $clk_io_pct] -clock clk0 [all_outputs]

===== /design/flow/design.v =====
module IntArbiter(
    input                   [7:0]                           IE,
    input                   [7:0]                           TCON,
    input                   [1:0]                           SCON,
    output                  [4:0]                           int_early,
    output                  [7:0]                           TCON_nxt
);
    wire                    [4:0]                           int_tmp;
    assign int_early = int_tmp;
    assign int_tmp[0]    = IE[7] & IE[0] & TCON[1];
    assign int_tmp[1]    = IE[7] & IE[1] & TCON[0] & ~int_tmp[0];
    assign int_tmp[2]    = IE[7] & IE[2] & TCON[3] & ~int_tmp[0] & ~int_tmp[1];
    assign int_tmp[3]    = IE[7] & IE[3] & TCON[2] & ~int_tmp[0] & ~int_tmp[1] & ~int_tmp[2];
    assign int_tmp[4]    = IE[7] & IE[4] & (SCON[0]|SCON[1]) & ~int_tmp[0] & ~int_tmp[1] & ~int_tmp[2] & ~int_tmp[3];
    assign TCON_nxt[3:0]  = 0;
    assign TCON_nxt[7:4]  = TCON[7:4];
endmodule
module IntControl (
    input                                                   clk,
    input                                                   rst_n,
    input                   [7:0]                           IE,
    input                   [7:0]                           TCON,
    input                   [1:0]                           SCON,
    output                  [4:0]                           interupt,
    output                  [3:0]                           TCON_out
);
    reg                     [7:0]                           TCON_reg;
    reg                     [1:0]                           SCON_reg;
    wire                    [7:0]                           TCON_nxt;
    assign TCON_out = TCON_reg[3:0];
    IntArbiter IntArbiter_ins (
        .IE(IE),
        .TCON(TCON),
        .SCON(SCON),
        .int_early(interupt),
        .TCON_nxt(TCON_nxt)
    );
    always @(posedge clk) begin
        if (!rst_n) begin
            TCON_reg <= 0;
        end
        else begin
            TCON_reg <= TCON_nxt;
        end
    end
endmodule

==> Changelog: implementation <==
### Changed

- Status: finished, violations left
- Failing checks: negative setup slack
- Switching portion of total power: 0.351
- Post-Synthesis Cells: 17
- Placed insts: 79
- Top Ports: 29
- CP bufs+invs: 2
- Pwr Density: 293 nW/um2
- Clock buffers: 0
- Placed Instance Area: 328 um2
- Yosys warnings: 1
- Post-layout util: 0.105
- Cell leakage power: 0.157 nW
- Synth cell types: 12
- Internal: 68.6 uW
- Initial antenna violation count: 0
- Min setup slack post-route: -86.8 ps
- Commonest cells in the netlist: buf_4 (4), nand2_1 (3)
- Slew Viols, Final: 0
- TNS Setup: -160 ps
- Final hold violation count: 0
- Clock network power share: 0
- Comb pwr share: 1.000
- Synth top area share: 0.253
- Sequential area share after synthesis: 0
- DP Worst Slack: -854 ps
- Area grow syn2layout: 203%
- Finished Cell Area: 360 um2
- Main area contributors: buf_4 (25%), a21bo_4 (14%), nor4_2 (11%)
- Critical path class: input port to output port
- DR DRC count: 0
- CP startpoint kind: input port
- Vias: 181
- VDD IR max: 0.0000383 V
- Die height: 80 um
- Most numerous cell in the Yosys netlist: buf_4
- Cell type with the largest total area: buf_4
- Max-Cap Viols: 0
- Crit path DAT: 890 ps
- Setup violations, final: 3
- Std cell rows: 21
- Crit path time final: 1090 ps
- Post-route ant nets: 0
- Crit end category: output port
- PortBufs: 17
- Wire length per cell: 7.46 um
- Ant. Diodes: 0
- Fmax: 0.920 GHz
- First-pass GRT wire length: 876 um
- Sequential Power Share: 0
- Core region area: 3420 um2
- Grt ovf: 0
- Post-route clock period utilization: 1.09
- Tot Pwr: 106 uW
- Crit path max fanout: 4
- WP data required: 800 ps
- Chip area in the Yosys report: 119 um2
- Register area: 0 um2
- Layout cells sized above 1: 0.600
- Synthesized cell area: 119 um2
- Switching Power: 37.1 uW
- Chip area: 6400 um2
- Fillers: 405
- Total Wirelength: 604 um
- Hold slack final: 685 ps
- Hold_buf cts: 0
- Log Warnings: 37
- Iter 0 DRT Violations: 1
- Mean area per synthesized cell: 6.99 um2
- Slowest-stage cell, CP: a21bo_4
- Vias in the first global route: 202
- GRT Resource Usage Total: 0.0157
- Via/cell ratio: 2.23
- RSZ-0062 raised after global routing: true
- Slowest Stage Delay on Critical Path: 230 ps
- Flip-flops: 0
- Die X: 80 um
- RD Place Congestion: 0.768
- CP cell instances: buf_6, a21bo_4, nor4_4, buf_2
- CP delay by family, top: AND-OR/OR-AND gates
- Finished Layout Cells: 81
- Largest net degree at the start of global routing: 5
- Yosys cell count: 17
- First-pass DRT Iterations: 2
- Fp util: 0.0348
- Hold crit path type: input port to output port
==> layout make-up <==
cell class / instances / area [um2] / area share
Tap cell: 46 / 57.6 / 0.160
Inverter: 1 / 3.75 / 0.0104
Multi-Input combinational cell: 15 / 136 / 0.378
Timing Repair Buffer: 19 / 163 / 0.451
==> path summary, 6_finish.rpt <==
check,cells past startpoint,startpoint,endpoint,slack (ps)
hold / removal,4,IE[1],interupt[1],690
setup / recovery,4,TCON[1],interupt[4],-90
==> cells in the final DEF (no fill, tap or decap), drive strengths merged <==
master,instances
buf,12
dlygate4sd2,5
conb,4
nand2,3
and3,1
a21bo,1
nor2,1
nor3b,1
a22o,1
nor3,1
inv,1
o2bb2ai,1
nor4,1
clkdlybuf4s15,1
clkbuf,1
==> layer usage <==
| metal | up-vias | global-route usage | wire length (um) |
|---|---|---|---|
| li1 | 90 | - | - |
| met1 | 77 | 0.0198 | 260 |
| met2 | 14 | 0.0265 | 252 |
| met3 | 0 | 0.00568 | 92 |
| met4 | 0 | 0 | 0 |
| met5 | - | 0 | 0 |
==> power groups by stage <==
stage | Clock (mW) | Sequential, mW | Combinational, mW
4_1_cts | 0 | 0 | 0.0880
5_1_grt | 0 | 0 | 0.115
6_report | 0 | 0 | 0.106
==> kinds of logic after synthesis <==
logic type / after synthesis / share of synthesized area
AND/OR/NAND/NOR: 8 / 0.400
buffers and inverters: 5 / 0.284
AND-OR/OR-AND: 3 / 0.284
other: 1 / 0.0315
==> timing repair <==
item / CTS / global route
pin swaps: 6 / 5
endpoints found under the setup margin: 5 / 4
hold endpoints to repair: 0 / 0
resized: 53 / 7
setup buffers: 1 / 1
==> worst min-delay path, stage by stage <==
cell      delay (ps)
buf_6             90
nand2_1           70
nor2_2            30
clkbuf_2          80
Power and IR drop assume default switching activity.
